$ cat /design/flow/design.v
module timestamp_buffer #(
    parameter TIME_WIDTH = 16
)(
    input wire clk,
    input wire rst,
    input wire entry,
    input wire exit,
    input wire [TIME_WIDTH-1:0] global_time,
    output reg [TIME_WIDTH-1:0] oldest_time,
    output reg [1:0] count
);
    reg [TIME_WIDTH-1:0] buffer [2:0];
    reg [1:0] head, tail;
    always @(posedge clk or posedge rst) begin
        if (rst) begin
            head <= 0;
            tail <= 0;
            count <= 0;
            oldest_time <= 0;
        end else begin
            if (entry && count < 3) begin
                buffer[tail] <= global_time;
                tail <= (tail + 1) % 3;
                count <= count + 1;
            end
            if (exit && count > 0) begin
                oldest_time <= buffer[head];
                head <= (head + 1) % 3;
                count <= count - 1;
            end
        end
    end
endmodule
module cost_calculator #(
    parameter TIME_WIDTH = 16,
    parameter COST_WIDTH = 16
)(
    input wire [TIME_WIDTH-1:0] global_time,
    input wire [TIME_WIDTH-1:0] oldest_time,
    input wire [7:0] rate,
    input wire enable,
    output reg [COST_WIDTH-1:0] cost,
    output reg [TIME_WIDTH-1:0] duration
);
    always @(*) begin
        if (enable) begin
            if (global_time >= oldest_time) begin
                duration = global_time - oldest_time;
                cost = duration * rate;
            end else begin
                duration = 0;
                cost = 0;
            end
        end else begin
            duration = 0;
            cost = 0;
        end
    end
endmodule
module clock_divider(
    input clk,          
    input reset,        
    output reg CLK1Hz   
);
    parameter DIV = 25_000_000;          
    reg [24:0] counter;                  
    always @(posedge clk or posedge reset) begin
        if (reset) begin
            counter <= 0;               
            CLK1Hz <= 0;                
        end else begin
            if (counter == DIV - 1) begin
                counter <= 0;           
                CLK1Hz <= ~CLK1Hz;      
            end else begin
                counter <= counter + 1;  
            end
        end
    end
endmodule
module counter (
    input clk,
    input rst_n,
    input up,
    input down,
    output full,
    output empty,
    output reg [1:0] count   
);
always @(posedge clk or negedge rst_n) begin
  if (!rst_n)
    count <= 2'b00;
  else if (up && !down && count < 2'b11)   
    count <= count + 1'b1;
  else if (down && !up && count > 2'b00)   
    count <= count - 1'b1;
end
assign full = (count == 2'b11);   
assign empty = (count == 2'b00);  
endmodule
module edge_detector(
    input clk,
    input rst,
    input signal_in,
    output reg pulse_out
);
    reg signal_d1, signal_d2;
    always @(posedge clk or posedge rst) begin
        if (rst) begin
            signal_d1 <= 0;
            signal_d2 <= 0;
            pulse_out <= 0;
        end else begin
            signal_d1 <= signal_in;
            signal_d2 <= signal_d1;
            pulse_out <= signal_d1 & ~signal_d2;  
        end
    end
endmodule
module entry_exit_fsm(
    input clk,
    input rst,
    input entry_pulse,
    input exit_pulse,
    input [1:0] count,
    output reg allow_entry,
    output reg allow_exit,
    output reg alarm
);
    always @(posedge clk or posedge rst) begin
        if (rst) begin
            allow_entry <= 0;
            allow_exit <= 0;
            alarm <= 0;
        end else begin
            allow_entry <= 0;
            allow_exit <= 0;
            alarm <= 0;
            if (entry_pulse) begin
                if (count < 3) allow_entry <= 1;
                else alarm <= 1;
            end
            if (exit_pulse) begin
                if (count > 0) allow_exit <= 1;
                else alarm <= 1;
            end
        end
    end
endmodule
module sevenSegments (bcd,dec);
input [3:0]bcd;
output reg [6:0] dec;
always@(bcd)
		begin 
			case(bcd)
				4'b0000 : dec = ~7'b1111110;  
				4'b0001 : dec = ~7'b0110000;  
				4'b0010 : dec = ~7'b1101101;  
				4'b0011 : dec = ~7'b1111001;  
				4'b0100 : dec = ~7'b0110011;  
				4'b0101 : dec = ~7'b1011011;  
				4'b0110 : dec = ~7'b1011111;  
				4'b0111 : dec = ~7'b1110000;  
			default : dec = ~7'b1111110;  
			endcase 
		end
endmodule
module top (
    input clk,
    input rst,
    input up,
    input down,
    input raw_entry,
    input raw_exit,
    input [7:0] rate,
    output [6:0] seg_car,
    output [6:0] seg_cost1,
    output [6:0] seg_cost0,
    output full,
    output empty,
    output alarm
);
    wire clk_1Hz;
    clock_divider clk_div_inst(
        .clk(clk),
        .reset(rst),
        .CLK1Hz(clk_1Hz)
    );
    reg [15:0] global_time;
    always @(posedge clk_1Hz or posedge rst) begin
        if (rst) global_time <= 0;
        else global_time <= global_time + 1;
    end
    wire entry_pulse, exit_pulse;
    wire d_up, d_down;
    edge_detector entry_ed(
        .clk(clk),
        .rst(rst),
        .signal_in(raw_entry),
        .pulse_out(entry_pulse)
    );
    edge_detector exit_ed(
        .clk(clk),
        .rst(rst),
        .signal_in(raw_exit),
        .pulse_out(exit_pulse)
    );
    edge_detector u1(
        .clk(clk),
        .rst(rst),
        .signal_in(up),
        .pulse_out(d_up)
    );
    edge_detector u2(
        .clk(clk),
        .rst(rst),
        .signal_in(down),
        .pulse_out(d_down)
    );
    wire allow_entry_wire, allow_exit_wire;
    wire [1:0] car_count;
    entry_exit_fsm fsm_inst(
        .clk(clk),
        .rst(rst),
        .entry_pulse(entry_pulse),
        .exit_pulse(exit_pulse),
        .count(car_count),
        .allow_entry(allow_entry_wire),
        .allow_exit(allow_exit_wire),
        .alarm(alarm)
    );
    counter car_counter(
        .clk(clk),
        .rst_n(~rst),
        .up(allow_entry_wire),
        .down(allow_exit_wire),
        .count(car_count),
        .full(full),
        .empty(empty)
    );
    wire [15:0] oldest_time;
    timestamp_buffer ts_buffer(
        .clk(clk),
        .rst(rst),
        .entry(allow_entry_wire),
        .exit(allow_exit_wire),
        .global_time(global_time),
        .oldest_time(oldest_time),
        .count()
    );
    wire [15:0] cost;
    wire [15:0] duration;
    cost_calculator calc_inst(
        .global_time(global_time),
        .oldest_time(oldest_time),
        .rate(rate),
        .enable(allow_exit_wire),
        .cost(cost),
        .duration(duration)
    );
    wire [3:0] car_count_bcd = {2'b00, car_count};
    wire [3:0] cost_tens_bcd = (cost / 10) % 10;
    wire [3:0] cost_units_bcd = cost % 10;
    sevenSegments car_display(
        .bcd(car_count_bcd),
        .dec(seg_car)
    );
    sevenSegments cost_tens(
        .bcd(cost_tens_bcd),
        .dec(seg_cost1)
    );
    sevenSegments cost_units(
        .bcd(cost_units_bcd),
        .dec(seg_cost0)
    );
endmodule
$ cat /design/flow/run.sh
#!/bin/bash
# OpenROAD 26Q1-2900-gdf79404cd8, Yosys 0.63+post, stock flow scripts
make -C /OpenROAD-flow-scripts/flow DESIGN_CONFIG=/design/flow/config.mk WORK_HOME=/design/flow/orfs finish
$ cat /design/flow/config.mk
export PLATFORM = sky130hd
export DESIGN_NAME = top
export DESIGN_NICKNAME = top
export VERILOG_FILES = /design/flow/design.v
export SDC_FILE = /design/flow/constraint.sdc
export NUM_CORES = 4
export LEC_CHECK = 1
export CORE_UTILIZATION = 30
$ cat /design/flow/constraint.sdc
current_design top

set clk_period 43.6
set clk_io_pct 0.2

create_clock -name clk0 -period $clk_period [get_ports {clk}]

set non_clock_inputs [all_inputs -no_clocks]
set_input_delay [expr $clk_period * $clk_io_pct] -clock clk0 $non_clock_inputs
set_output_delay [expr $clk_period * $clk_io_pct] -clock clk0 [all_outputs]
==> results_slide.txt <==
Implementation Results

Drt
  • Vias per std cell: 5.367
  • 1st-iter DRT viols: 885
  • N_diodes: 0
  • Drt first pass iters: 7
  • WL/cell: 14.50 um
  • DRT antenna net count: 0
  • DRC: 0
  • Total wire length: 37200 um
  • Vias: 13.77k

Synthesis
  • # Cells Yosys: 1901
  • EDFF count, synth: 48
  • Area share of the largest cell type after synthesis: 12.16%
  • Mapped cell area: 0.01543 mm2
  • Post-synthesis cell count: 1901
  • Ys flop type: dfrtp_1
  • Yosys stat chip area: 0.01543 mm2
  • Top post-synthesis cells by area: dfrtp_1 12%, edfxtp_1 9.3%, fa_1 7.9%
  • Async SR Flop Fraction: 60.98%
  • Syn avg cell area: 8.119 um2
  • Flops after synth: 123
  • Ys Warns: 9
  • Synth area leader: dfrtp_1
  • Seq share, synth: 21.50%
  • Distinct cell type count after synthesis: 124

Place
  • Port bufs: 34
  • Detailed placement HPWL: 28390 um
  • Placed Cells: 2549
  • Final Wtd Congestion: 0.9068

Floorplanning
  • Chip area: 0.05236 mm2
  • Pre-Place Util: 30.58%
  • Core Region: 0.05048 mm2
  • Rows: 82
  • Die width: 228.8 um
  • Die Ht: 228.8 um
  • I/O pins: 38

Timing
  • Hold Violations, Final: 0
  • Tightest Pin Transition: 884.8 ps
  • Fmax: 26.57 MHz
  • Sum Neg Setup Slack: 0 ps
  • Slew HR: 39.49%
  • Endpoints left unconstrained: 64
  • Final cycle utilization of the critical path: 86.32%
  • Worst Hold Slack: 371.6 ps
  • RSZ-0062 raised after global routing: no
  • Min Tclk post-route: 37640 ps
  • Max Slew Vio Count: 0
  • Setup violators final: 0
  • Clock skew: 11.63 ps
  • Register pins left without a clock: 16

Clock network
  • Cts repair resizes: 0
  • Clk ins delay skew pair: 350 ps
  • Max clock buf depth: 2
  • CTS Buf Count: 9
  • Hold_buf cts: 0
  • Clk slew on worst S/H paths: 80 ps
  • Htree depth: 3
  • Root Buffer Master: clkbuf_16
  • CTS tree: done
  • Postcts setup bufs: 0

Critical path
  • CP Class: input pin to output port
  • Worst path required time: 34880 ps
  • CP Capture Type: output port
  • Crit path max fanout: 23
  • CP max-delay cell: clkdlybuf4s50_1
  • Reg2Reg Depth: 8
  • Crit path launch type: input pin
  • Max incr delay on CP: 850 ps
  • Crit path DAT: 28920 ps

Worst hold path
  • Hold Path Class: flop to flop
  • Worst hold path stage count: 0

Layout
  • Fin cells: 2565
  • Final core occ: 33.15%
  • Top Layout Cells: 214 x nand2_1, 152 x nor2_1, 127 x inv_1, 101 x a21oi_1, 89 x xnor2_1
  • Area Overhead vs Synth: 8.398%
  • Top cell excl fill/tap: nand2_1
  • Layout cells sized above 1: 7.660%

Global route
  • Total Routing Usage GR: 14.67%
  • Antenna violations before repair: 0
  • Largest net degree at the start of global routing: 48
  • Vias in the first global route: 13.04k
  • Global-route wire length before repair: 64180 um
  • Grt ovf: 0

Outcome
  • Outcome: finished clean

Flow run
  • Tool warnings: 41
  • Maximum Capacitance Violations: 0
==> Yosys cell counts, types with 19 or more instances <==
library cell	instances
edfxtp_1	48
a21oi_1	101
a31oi_1	26
clkbuf_1	58
nand2_1	214
fa_1	61
nor3_1	51
o211ai_1	24
xnor2_1	89
xor2_1	31
a21o_1	22
ha_1	65
mux2i_1	19
dfrtp_1	75
nor2_1	152
inv_1	128
nand3_1	71
o21ai_0	74
a211oi_1	20
and2_1	88
nor2b_1	29
a22oi_1	24
nand4_1	32
==> layout make-up <==
| type | instances | area [um2] |
|---|---|---|
| clock buffer | 9 | 225.2 |
| clock inverter | 7 | 68.82 |
| fill | 5191 | 33750 |
| inverter | 129 | 484.2 |
| multi-input combinational | 1563 | 11240 |
| sequential | 123 | 3318 |
| tap | 672 | 840.8 |
| timing repair buffer | 62 | 550.5 |
==> routing by layer <==
layer | share of wire, % | vias to the layer above | track usage, %
li1 | - | 6846 | -
met1 | 48 | 6527 | 22.00
met2 | 46 | 354 | 23.31
met3 | 4.5 | 40 | 1.975
met4 | 1.4 | 0 | 2.292
met5 | 0 | - | 0
==> state kept, by name, summed over array words and instances (netlist names) <==
| register | flops |
|---|---|
| car_counter.count | 2 |
| clk_div_inst.CLK1Hz | 1 |
| clk_div_inst.counter | 25 |
| entry_ed.pulse_out | 1 |
| entry_ed.signal_d1 | 1 |
| entry_ed.signal_d2 | 1 |
| exit_ed.pulse_out | 1 |
| exit_ed.signal_d1 | 1 |
| exit_ed.signal_d2 | 1 |
| fsm_inst.alarm | 1 |
| fsm_inst.allow_entry | 1 |
| fsm_inst.allow_exit | 1 |
| global_time | 16 |
| ts_buffer.buffer | 48 |
| ts_buffer.count | 2 |
| ts_buffer.head | 2 |
| ts_buffer.oldest_time | 16 |
| ts_buffer.tail | 2 |
==> metrics by stage <==
stage          setup WS (ps)  cell area, um2
6_report                5965           16730
5_1_grt                 4588           16730
4_1_cts                 6162           16730
3_5_place_dp            6202           16440
3_3_place_gp            6334           16440
2_1_floorplan          10340           15430
==> final timing paths <==
kind	to	slack, ps	start
min in group asynchronous	car_counter.count[0]	8800	rst
max in group asynchronous	ts_buffer.oldest_time[3]	33780	rst
min reg2reg	entry_ed.signal_d2	370	entry_ed.signal_d1
max	seg_cost1[1]	5960	rate[4]
min	entry_ed.signal_d2	370	entry_ed.signal_d1
max reg2reg	clk_div_inst.counter[22]	41550	clk_div_inst.counter[0]
==> logic make-up after synthesis <==
family | synth area share (%)
adder cells (fa/ha/maj) | 13.83
other | 0.02430
multiplexers | 2.075
XOR/XNOR | 7.693
buffers and inverters | 5.764
flip-flops | 21.50
AND/OR/NAND/NOR | 25.95
AND-OR/OR-AND | 23.17
==> worst max-delay path: cells and delay by family <==
| family | cells | cell delay, ps |
|---|---|---|
| compound gates | 21 | 7000 |
| simple gates | 20 | 5780 |
| fa+ha+maj | 8 | 3180 |
| buf+inv | 9 | 2170 |
| xor+xnor | 7 | 2010 |
